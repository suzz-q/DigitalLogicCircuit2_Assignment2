File: /design/flow/design.v
module multiplier(
    input        clk,
    input        reset_n,
    input        op_start,
    input        op_clear,
    input  [31:0] multiplier,
    input  [31:0] multiplicand,
    output reg    op_done,
    output reg [63:0] result
);
    localparam IDLE  = 2'b00;	 
    localparam CALC  = 2'b01;  
    localparam SHIFT = 2'b10;  
    localparam DONE  = 2'b11;	 
    reg [1:0] state;
    reg [63:0] p_reg; 
    reg [31:0] m_reg;  
    reg        q_0;    
    reg [5:0]  count;  
    wire [63:0] add_val;
    wire [63:0] sub_val;
    assign add_val = {m_reg, 32'b0};
    assign sub_val = { (~m_reg + 1'b1), 32'b0};  
    always @(posedge clk or negedge reset_n) begin
        if (!reset_n) begin
            state   <= IDLE;
            p_reg   <= 0;
            m_reg   <= 0;
            q_0     <= 0;
            count   <= 0;
            op_done <= 0;
            result  <= 0;
        end
        else if (op_clear) begin
            state   <= IDLE;
            p_reg   <= 0;
            m_reg   <= 0;
            q_0     <= 0;
            count   <= 0;
            op_done <= 0;
            result  <= 0;
        end
        else begin
            case (state)
                IDLE: begin
                    op_done <= 0;
                    if (op_start) begin
                        m_reg <= multiplicand;
                        p_reg <= {32'b0, multiplier};  
                        q_0   <= 0;
                        count <= 0;
                        state <= CALC;  
                    end
                end
                CALC: begin
                    case ({p_reg[0], q_0})
                        2'b01: p_reg <= p_reg + add_val;  
                        2'b10: p_reg <= p_reg + sub_val;  
                        default: p_reg <= p_reg;          
                    endcase
                    state <= SHIFT;  
                end
                SHIFT: begin
                    {p_reg, q_0} <= {p_reg[63], p_reg[63:1], p_reg[0]};
                    if (count == 31) begin
                        state <= DONE;
                    end else begin
                        count <= count + 1;
                        state <= CALC;  
                    end
                end
                DONE: begin
                    result  <= p_reg;
                    op_done <= 1;
                end
            endcase
        end
    end
endmodule
File: /design/flow/run.sh
#!/bin/bash
# OpenROAD 26Q1-2900-gdf79404cd8, Yosys 0.63+post, stock flow scripts
make -C /OpenROAD-flow-scripts/flow DESIGN_CONFIG=/design/flow/config.mk WORK_HOME=/design/flow/orfs finish
File: /design/flow/config.mk
export PLATFORM = sky130hd
export DESIGN_NAME = multiplier
export DESIGN_NICKNAME = multiplier
export VERILOG_FILES = /design/flow/design.v
export SDC_FILE = /design/flow/constraint.sdc
export NUM_CORES = 4
export LEC_CHECK = 1
export CORE_UTILIZATION = 50
File: /design/flow/constraint.sdc
current_design multiplier

set clk_period 8.3
set clk_io_pct 0.2

create_clock -name clk0 -period $clk_period [get_ports {clk}]

set non_clock_inputs [all_inputs -no_clocks]
set_input_delay [expr $clk_period * $clk_io_pct] -clock clk0 $non_clock_inputs
set_output_delay [expr $clk_period * $clk_io_pct] -clock clk0 [all_outputs]
==> results.cfg <==
; flow metrics
[grt]
grt_pass1_vias = 7442
grt.total_usage_pct = 25.37
antenna_found_initial = 0
grt_overflow = 0
grt_max_degree = 65
grt_pass1_wl_um = 38430

[sta]
fin_crit_ps = 4666
drv_slew = 0
period_used_pct = 56.22
tightestPinTransition_ps = 771.6
clock_skew_ps = 8.990
hold_viol = 0
tns_ps = 0
grt_setup_unrepaired = no
maxSlewHeadroom_pct = 47.89
setup_violations = 0
fmax_mhz = 214.3

[die]
chipArea_um2 = 19760
dieWidth_um = 140.6
io_pins = 133
rows = 50
die_h_um = 140.6
coreArea_um2 = 18770
initial_core_util_pct = 51.15

[cts]
cts_buffers = 17
cts_tree = built
cts-root-buf = clkbuf_16
post_cts_resized = 0
cts.sinks = 172
cts_max_path_buffers = 2
cts.hold.buffers_added = 0
postCtsSetupBuffers = 0
htreeDepth = 4
clk_pin_slew_ps = 70
clock_latency_ps = 430

[setup_path]
worstPathArrival_ps = 4980
cp_num_buf_inv = 0
critPathTopFamily = simple AND/OR/NAND/NOR gates
max_stage_delay_ps = 650
critPathCaptureType = flip-flop
path_class = reg -> reg
crit_chain = nor4_1 > nand2_1 > or4_2 > or3_1 > o31ai_1 > xnor2_1 > ha_1 > o2111ai_1 > o22ai_1 > o21ai_0 > a2111oi_0 > or3_1 > a31o_1
cpMostUsedCell = or3_1
start_kind = flip-flop
worstPathMaxFanout = 6
slowest_stage = or4_2
required_ps = 8610

[layout]
drive_gt1_share_pct = 6.318
syn_to_final_growth_pct = 21.88

[route]
ant_nets = 0
drt-initial-drc-count = 386
drc_errors = 0
diodes = 0
post_drt_wl_per_cell_um = 17.15
wl_um = 23010
vias = 7727
first_pass_iters = 5
via_per_inst = 5.758

[synth]
synth_stat.cells = 992
syn_inst = 992
edf_count = 0
syn_avg_cell_area_um2 = 9.678
netlist_area_um2 = 9600
synth_flops = 172
yosysUniqueCellTypes = 68
ys_chip_area_um2 = 9600
ff_type = dfrtp_1
yosys_warnings = 1
postSynth.asyncResetShare_pct = 100.0
yosysSeqAreaShare_pct = 44.85

[run]
tool_warnings = 32
cap_violations = 0

[power]
power.density_nw_per_um2 = 185.7
ir_worst_vdd_mv = 0.1419
power.total_uw = 2173
leakage_uw = 0.005163

[place]
dp_hpwl_um = 15920
io_buffers = 132
routabilityCongestion = 0.9316

[outcome]
status = finished clean

[min_path]
hold_class = reg -> reg
logic make-up after synthesis:
kind of cell | count (synthesis) | synth area share [%]
compound gates | 296 | 21.17
xor+xnor | 52 | 4.744
fa+ha+maj | 41 | 5.422
buf+inv | 75 | 3.011
flops | 172 | 44.85
mux | 65 | 6.790
simple gates | 291 | 14.02
stage by stage:
stage	utilization (%)	instances	area, um^2	hold WS [ps]	worst slack, ps
final	62.35	1342	11700	516.0	3634
after global routing	62.35	1342	11700	548.6	3129
after CTS	62.35	1342	11700	524.8	3604
after detailed placement	59.26	1311	11120	508.9	3638
after global placement	59.26	1311	11120	499.5	3698
after floorplan	-	992	9600	461.4	4139
synthesized netlist by cell type, drive strengths merged, types with 3 or more instances:
cell	number	area, um^2
a21o	30	225.2
xor2	8	70.07
o21ai	34	173.9
a31o	3	26.28
clkbuf	49	183.9
and3	13	81.33
ha	40	500.5
dfrtp	171	4279
inv	13	48.80
nor2	148	555.5
a22oi	36	270.3
nand2b	5	31.28
nand3	14	70.07
xnor2	44	385.4
o41ai	5	43.79
a211oi	9	67.56
a22o	32	281.5
a31oi	3	18.77
nand2	49	183.9
o211ai	4	30.03
o31ai	10	75.07
or4	7	65.06
nand4	5	31.28
o21a	5	37.54
nor3b	5	37.54
nor3	19	95.09
a21oi	80	400.4
or3	10	68.82
buf	13	56.30
mux2i	64	640.6
and2	7	43.79
nand3b	3	22.52
o22ai	8	50.05
a221oi	12	105.1
tightest hold or removal path: cells and delay by family, from the launching register on:
family | cells | cell delay, ps
AND/OR/NAND/NOR | 1 | 70
flip-flops | 1 | 340
multiplexers | 1 | 60
layer usage:
layer | vias to the layer above | wire length (um) | track usage [%]
li1 | 3848 | - | -
met1 | 3679 | 11720 | 42.88
met2 | 189 | 10030 | 37.45
met3 | 11 | 1062 | 3.762
met4 | 0 | 199 | 2.346
met5 | - | 0 | 0
power breakdown:
part	leakage, uW	switching [uW]	total [uW]	internal (uW)
registers	0.00232	49.3	931	882
logic	0.00257	273	474	201
clock network	0.000273	368	768	400
layout make-up:
class                      instances  area [um^2]
fill                            1591         7067
multi-input combinational        745         5039
sequential                       172         4309
timing repair buffer             147         1433
clock buffer                      17        425.4
tap                              234        292.8
clock inverter                    14        153.9
inverter                          13        48.80
cell usage in the layout (no fill, tap or decap), types with 9 or more instances in the layout:
master	count
dfrtp_1	170
nor2_1	147
clkdlybuf4s50_1	130
a21oi_1	79
mux2i_1	64
nand2_1	49
xnor2_1	44
ha_1	40
a22oi_1	36
o21ai_0	33
a22o_1	31
a21o_1	30
nor3_1	18
clkbuf_16	17
buf_4	16
nand3_1	14
inv_1	13
and3_1	13
a221oi_1	12
o31ai_1	10
a211oi_1	9
path summary, 6_finish.rpt:
path                       startpoint          to  slack [ps]  cells past startpoint
setup / recovery             m_reg[4]   p_reg[63]        3630                     13
hold / removal             result[49]  result[49]         520                      2
setup reg to reg             m_reg[4]   p_reg[63]        3630                     13
hold reg to reg            result[49]  result[49]         520                      2
max in group asynchronous     reset_n   p_reg[56]        6120                      2
min in group asynchronous     reset_n  result[26]        1220                      1
Power figures rest on the tool's default switching activity, not on a simulated workload.
